$ cat flow/run.sh
#!/bin/bash
# OpenROAD 26Q1-2900-gdf79404cd8, Yosys 0.63+post, stock flow scripts
make -C /OpenROAD-flow-scripts/flow DESIGN_CONFIG=/design/flow/config.mk WORK_HOME=/design/flow/orfs finish
$ cat flow/config.mk
export PLATFORM = sky130hd
export DESIGN_NAME = generic_dpram
export DESIGN_NICKNAME = generic_dpram
export VERILOG_FILES = /design/flow/design.v
export SDC_FILE = /design/flow/constraint.sdc
export NUM_CORES = 4
export LEC_CHECK = 1
export CORE_UTILIZATION = 40
$ cat flow/constraint.sdc
current_design generic_dpram

set clk_period 4.3
set clk_io_pct 0.2

create_clock -name clk0 -period $clk_period [get_ports {rclk}]
create_clock -name clk1 -period $clk_period [get_ports {wclk}]

set non_clock_inputs [all_inputs -no_clocks]
set_input_delay [expr $clk_period * $clk_io_pct] -clock clk0 $non_clock_inputs
set_output_delay [expr $clk_period * $clk_io_pct] -clock clk0 [all_outputs]
$ cat flow/design.v
`timescale 1ns / 1ps
module generic_dpram(
	rclk, rrst, rce, oe, raddr, do,
	wclk, wrst, wce, we, waddr, di
);
	parameter aw = 5;   
	parameter dw = 16;  
	input           rclk;   
	input           rrst;   
	input           rce;    
	input           oe;	    
	input  [aw-1:0] raddr;  
	output [dw-1:0] do;     
	input          wclk;   
	input          wrst;   
	input          wce;    
	input          we;     
	input [aw-1:0] waddr;  
	input [dw-1:0] di;     
	reg	[dw-1:0]	mem [(1<<aw)-1:0];  
	reg	[dw-1:0]	do_reg;             
	assign do = (oe & rce) ? do_reg : {dw{1'bz}};
	always @(posedge rclk)
		if (rce)
          		do_reg <= #1 (we && (waddr==raddr)) ? {dw{1'b x}} : mem[raddr];
	always @(posedge wclk)
		if (wce && we)
			mem[waddr] <= #1 di;
	task print_ram;
	input [aw-1:0] start;
	input [aw-1:0] finish;
	integer rnum;
  	begin
    		for (rnum=start;rnum<=finish;rnum=rnum+1)
      			$display("Addr %h = %h",rnum,mem[rnum]);
  	end
	endtask
endmodule
==> results_dict.tcl <==
# implementation run metrics
set metrics [dict create \
    outcome "finished clean" \
    drive_gt1_frac 0.114 \
    rsz0062_at_grt "no" \
    grt_pass1_vias 10800 \
    cts_hold_repair.buffers 0 \
    drv_slew 0 \
    arrival_ns 3.28 \
    clkPwrFrac 0.408 \
    first_iter_violations 494 \
    synth_cell_types 26 \
    grt-ovfl-total 0 \
    hold_class "reg -> reg" \
    vias 10400 \
    dpl.hpwl_mm 24.9 \
    peakVddDrop_mv 0.366 \
    syn_inst 1145 \
    numPortBuffers 45 \
    yosysWarnings 2 \
    fin_cells 1966 \
    cellLeakagePower_nw 8.17 \
    openroad.warnings 29 \
    cts_resized 0 \
    layout_top_cells "528 x edfxtp_1, 256 x mux2i_1, 64 x a22oi_1" \
    fp_util 0.404 \
    max-slew-margin-rel 0.578 \
    gp_congestion 0.824 \
    r2r_start "mem[3][6]$_DFFE_PP_" \
    synth.largest_area_cell "edfxtp_1" \
    worst_setup_path_start_kind "primary input" \
    syn_to_final_growth_pct 14.5 \
    cts.sinks 528 \
    p_int_mw 8.46 \
    wire_per_inst_um 23.2 \
    ys_area_mm2 0.0207 \
    setup_viol 0 \
    lay_top_count "edfxtp_1" \
    dp.cells 1870 \
    clk_pin_slew_ns 0.06 \
    postCtsSetupBuffers 0 \
    die_w_um 229 \
    dieArea_mm2 0.0527 \
    p_seq_frac 0.539 \
    utilization 0.463 \
    final.setup.tns_ns 0 \
    num_rows 83 \
    worst_pin_slew_ns 0.631 \
    top_cells_by_area "edfxtp_1 77%, mux2i_1 12%, a22oi_1 2.3%, a22o_1 1.4%, nand3_1 0.80%" \
    ant_nets 0 \
    drcViolationCount 0 \
    cp_data_required_time_ns 4.22 \
    design.core.area_mm2 0.0512 \
    largest_reg_flops 512 \
    p_comb_frac 0.053 \
    sw_frac_of_total 0.203 \
    grt_use_total 0.192 \
    crit_path_start "raddr[2]" \
    worst_slack_ns 0.945 \
    syn_area_mm2 0.0207 \
    via_per_inst 5.31 \
    power.switching_mw 2.16 \
    hold_violations 0 \
    min_from "mem[10][15]$_DFFE_PP_" \
    criticalPathCategory "in -> reg" \
    ys_ff 528 \
    end_kind "register" \
    die_h_um 229 \
    yosysCellCount 1145 \
    power_density_mw_per_mm2 448 \
    holdWs_ns 1.00 \
    io_pins 50 \
    place_ws_ns 0.727 \
    wl_mm 45.6 \
    cts_tree "built" \
    cap_viol_max_count 0 \
    top_area_frac 0.766 \
    grt_max_degree 65 \
    synth_area_per_cell_um2 18.1 \
    grt_pass1_wl_mm 68.0 \
    drt-pass1-iter-count 5 \
    n_antenna_cell 0 \
    antenna_found_initial 0 \
    cp_max_fo 41 \
    ys_seq_frac 0.766 \
]
## synth_stat cells
library cell and count:
a21oi_1 32, a22o_1 32, a22oi_1 64, a31oi_1 16, and2_1 1, buf_12 5
buf_2 18, buf_4 19, buf_6 6, buf_8 6, clkbuf_1 13, edfxtp_1 528
mux2i_1 256, nand2_1 35, nand2b_1 2, nand3_1 33, nand3b_1 3, nand4_1 17
nand4b_1 1, nor2_1 34, nor2_4 1, nor2b_1 2, nor3_1 16, or2_1 1
or3_1 2, or3b_2 2
## power by group through the flow
stage         combinational [mW]  sequential, mW  clock [mW]
finish                     0.561            5.73        4.33
global route               0.613            5.73        4.63
CTS                        0.571            5.73        4.41
## path summary, 6_finish.rpt
kind / to / slack (ns) / cells after the start
max: do_reg[6]$_DFFE_PP_ / 0.94 / 6
min: do_reg[15]$_DFFE_PP_ / 1.00 / 4
max reg2reg: do_reg[6]$_DFFE_PP_ / 2.19 / 5
min reg2reg: do_reg[15]$_DFFE_PP_ / 1.00 / 4
max in group clk1: mem[18][10]$_DFFE_PP_ / 1.99 / 4
min in group clk1: mem[20][10]$_DFFE_PP_ / 1.15 / 2
## kinds of logic (layout without fill, tap and decap cells)
logic type             count (synthesis)  in the layout  synth area share
DFF                                  528            528             0.766
buffers and inverters                 67            208            0.0261
muxes                                256            256             0.124
AOI/OAI and AO/OA                    144            144            0.0493
and+or+nand+nor                      150            150            0.0348
## routing by layer
| layer | track usage | vias to the layer above | wire [um] |
|---|---|---|---|
| met1 | 0.267 | 5146 | 17400 |
| met3 | 0.110 | 61 | 5930 |
| met4 | 0.0313 | 0 | 857 |
| li1 | - | 4791 | - |
| met2 | 0.285 | 436 | 21400 |
| met5 | 0.00276 | - | 0 |
## worst max-delay path, cell delays in order
cell and delay, ns:
clkdlybuf4s50_1 0.61, and2_2 0.59, buf_12 0.33, a21oi_1 0.10, a31oi_1 0.51, nand3_1 0.26
## area by class of cell
type / instances / area (um2)
repair buffers: 112 / 1030
multi-input cells: 550 / 4330
clock buffers: 66 / 1440
flip-flops and latches: 528 / 15900
fillers: 4211 / 27500
well taps: 680 / 851
clock inverters: 30 / 204
## stage by stage
step / total power, mW / instance area (um2)
6_report: 10.6 / 23700
5_1_grt: 11.0 / 23700
4_1_cts: 10.7 / 23700
3_5_place_dp: 6.41 / 22100
3_3_place_gp: 6.40 / 22100
2_1_floorplan: 6.14 / 20700
Power and IR drop assume default switching activity.
